===== ./config.mk =====
export PLATFORM = sky130hd
export DESIGN_NAME = CONV
export DESIGN_NICKNAME = CONV
export VERILOG_FILES = /design/flow/design.v
export SDC_FILE = /design/flow/constraint.sdc
export NUM_CORES = 4
export LEC_CHECK = 1
export CORE_UTILIZATION = 30

===== ./constraint.sdc =====
current_design CONV

set clk_period 13.8
set clk_io_pct 0.2

create_clock -name clk0 -period $clk_period [get_ports {clk}]

set non_clock_inputs [all_inputs -no_clocks]
set_input_delay [expr $clk_period * $clk_io_pct] -clock clk0 $non_clock_inputs
set_output_delay [expr $clk_period * $clk_io_pct] -clock clk0 [all_outputs]

===== ./design.v =====
`timescale 1ns/10ps
module  CONV(
	input		clk,
	input		reset,
	output reg  busy,	
	input		ready,	
	output reg [11:0]iaddr,
	input [19:0]idata,	
	output reg	cwr,
	output reg [11:0]caddr_wr,
	output reg [19:0]cdata_wr,
	output	 	crd,
	output[11:0]caddr_rd,
	input [19:0]cdata_rd,
	output reg [2:0]csel
);
wire [11:0] caddr_wr_0;
wire [19:0] cdata_wr_0;
wire cwr_0, cwr_1;
wire eof_L1;
wire [2:0] csel_1;
wire [11:0]caddr_wr_1;
wire [19:0]cdata_wr_1;
reg [19:0]buffer_comp;
reg signed [19:0] window[8:0];
wire signed [19:0]window_0[2:0];
wire signed [19:0]window_L[2:0];  
wire signed [42:0] sum;
wire signed [42:0] after_bias;
wire signed [42:0] Relu_result;
wire signed [19:0]final_result;
wire [11:0] offset;
wire [11:0] iaddr_temp;
reg  signed [39:0] sum_reg[8:0]; 
reg [2:0]state_cnt;
reg [4:0]row_cnt;
reg [4:0]col_cnt;
wire [11:0]temp;
reg [2:0] cnt;
reg [12:0] iaddr_cnt;
wire   eof_L0;
parameter S_READY  = 2'b00;
parameter S_LAYER0 = 2'b01;
parameter S_LAYER1 = 2'b11;
parameter signed kernel_0 = 20'h0A89E;
parameter signed kernel_1 = 20'h092D5;
parameter signed kernel_2 = 20'h06D43;
parameter signed kernel_3 = 20'h01004;
parameter signed kernel_4 = 20'hF8F71;
parameter signed kernel_5 = 20'hF6E54;
parameter signed kernel_6 = 20'hFA6D7;
parameter signed kernel_7 = 20'hFC834;
parameter signed kernel_8 = 20'hFAC19;
reg [1:0] c_state,n_state;
genvar i;
assign window_0[0] = (iaddr_cnt[5:0] == 'd0) ? 20'd0 :  window[0];
assign window_0[1] = (iaddr_cnt[5:0] == 'd0) ? 20'd0 :  window[3];
assign window_0[2] = (iaddr_cnt[5:0] == 'd0) ? 20'd0 :  window[6];
assign window_L[0] = (iaddr_cnt[5:0] == 'd63) ? 20'd0 :  window[2];
assign window_L[1] = (iaddr_cnt[5:0] == 'd63) ? 20'd0 :  window[5];
assign window_L[2] = (iaddr_cnt[5:0] == 'd63) ? 20'd0 :  window[8];
assign eof_L0 = (iaddr_cnt == 13'h0fff && cnt == 3'd4);  
assign after_bias = sum + {4'd0,20'h01310,16'd0}; 
assign Relu_result = (after_bias[42])? 43'd0: after_bias;
assign final_result = $signed(Relu_result[35:16]) + {19'd0,Relu_result[15]};
assign cwr_0 = (cnt == 3'd4) ? 1'b1 : 1'b0;
assign cdata_wr_0 = final_result;
assign caddr_wr_0 = iaddr_cnt;
wire [19:0] window_w[8:0];
assign {window_w[8],window_w[7],window_w[6],window_w[5],window_w[4],window_w[3],window_w[2],window_w[1],window_w[0]} = {window_L[2],window[7],window_0[2],window_L[1],window[4],window_0[1],window_L[0],window[1],window_0[0]};
assign sum = sum_reg[0] + sum_reg[1] + sum_reg[2]+ sum_reg[3]+ sum_reg[4]+ sum_reg[5]+ sum_reg[6]+ sum_reg[7]+ sum_reg[8];
always @(posedge clk or posedge reset) begin
    if (reset) begin
        sum_reg[0] <= 40'd0;       
        sum_reg[1] <= 40'd0;       
        sum_reg[2] <= 40'd0;       
        sum_reg[3] <= 40'd0;       
        sum_reg[4] <= 40'd0;       
        sum_reg[5] <= 40'd0;       
        sum_reg[6] <= 40'd0;       
        sum_reg[7] <= 40'd0;       
        sum_reg[8] <= 40'd0;       
    end
    else begin
        sum_reg[0] <= window_0[0]*kernel_0;
        sum_reg[1] <= window[1]*kernel_1;             
        sum_reg[2] <= window_L[0]*kernel_2; 
        sum_reg[3] <= window_0[1]*kernel_3; 
        sum_reg[4] <= window[4]*kernel_4; 
        sum_reg[5] <= window_L[1]*kernel_5; 
        sum_reg[6] <= window_0[2]*kernel_6;  
        sum_reg[7] <= window[7]*kernel_7; 
        sum_reg[8] <= window_L[2]*kernel_8; 
    end     
end
generate                         
for (i = 0; i < 9; i = i + 1) begin
    if (i == 2 || i == 5 || i == 8) begin
        always @(posedge clk or posedge reset) begin
            if (reset) window[i] <=  20'd0;
            else begin
                if (i == 2) begin
                    if (cnt != 2'd0) window[i] <= window[i];
                    else if (iaddr_temp < 12'd64) window[i] <= 20'd0;
                    else window[i] <= idata;
                end
                else if (i == 5) begin
                    if (cnt != 2'd1) window[i] <= window[i];
                    else window[i] <= idata;
                end 
                else if (i == 8) begin
                    if (cnt != 2'd2) window[i] <= window[i];
                    else if (iaddr_temp >= 12'd4032) window[i] <= 20'd0;
                    else window[i] <= idata;
                end
            end
        end
    end 
    else begin
        always @(posedge clk or posedge reset) begin
            if (reset) window[i] <=  20'd0;
            else if (cnt == 3'd4) window[i] <= window[i + 1];
            else window[i] <= window[i];
        end
    end
end
endgenerate 
always @(posedge clk or posedge reset) begin
    if (reset) cnt <= 3'd0;
    else begin
        case (c_state) 
            S_LAYER0 : cnt <= (cnt == 3'd4) ? 3'd0 : cnt + 3'd1;
            default : cnt <= 3'd0;
        endcase 
    end
end
always @(posedge clk or posedge reset) begin
    if (reset) iaddr_cnt <= 13'b111_1111_11_1110;
    else begin
        if (c_state == S_LAYER0) iaddr_cnt <= iaddr_cnt + {12'd0, cnt[2]};
        else iaddr_cnt <= 13'b111_1111_11_1110;
    end
end
assign iaddr_temp = iaddr_cnt + 12'd1;
assign offset = (cnt[1]) ? 12'd64 : (cnt[0]) ? 12'd0: -12'd64;
always @(*) begin
    if (c_state == S_LAYER0) iaddr = iaddr_temp + offset; 
    else iaddr = 12'd0;
end
always@(posedge clk, posedge reset)begin
	if(reset)
		c_state <= S_READY;
	else
		c_state <= n_state;
end
always@(*)begin
	case(c_state)
	S_READY: if(ready) n_state = S_LAYER0; else n_state = S_READY;
	S_LAYER0:if(eof_L0) n_state = S_LAYER1; else n_state = S_LAYER0;
	S_LAYER1:if(eof_L1) n_state = S_READY;  else n_state = S_LAYER1;
	default: n_state = S_READY;
	endcase
end
always@(posedge clk, posedge reset)begin
	if(reset)
		busy <= 1'b0;
	else
		if(ready && c_state == S_READY)
			busy <= 1'b1;
		else if(c_state == S_LAYER1 && n_state == S_READY)
			busy <= 1'b0;
		else	
			busy <= busy;
end
always@(*)begin
	case(c_state)
	S_LAYER0:csel = 3'b001;
	S_LAYER1:csel = csel_1;
	default: csel = 3'b0;
	endcase
end
always@(*)begin
	case(c_state)
	S_LAYER0:cwr = cwr_0;
	S_LAYER1:cwr = cwr_1;
	default: cwr = 1'b0;
	endcase
end
always@(*)begin
	case(c_state)
	S_LAYER0:caddr_wr = caddr_wr_0;
	S_LAYER1:caddr_wr = caddr_wr_1;
	default: caddr_wr = 12'b0;
	endcase
end
always@(*)begin
	case(c_state)
	S_LAYER0:cdata_wr = cdata_wr_0;
	S_LAYER1:cdata_wr = cdata_wr_1;
	default: cdata_wr = 20'b0;
	endcase
end
assign csel_1 = (state_cnt==3'd4)?3'b011:3'b001;
assign temp = (state_cnt[1])?12'd64: 12'd0;
assign crd = (c_state == S_LAYER1)?((state_cnt==3'd4)?1'b0:1'b1): 1'b0;
assign caddr_rd = {col_cnt,1'b0,row_cnt,1'b0} + {11'b0,state_cnt[0]} + temp  ;  
assign cwr_1 = (c_state == S_LAYER1)?((state_cnt==3'd4)?1'b1:1'b0): 1'b0;
assign caddr_wr_1 = {1'b0, col_cnt, row_cnt};
assign cdata_wr_1 = (state_cnt==3'd4)?buffer_comp:20'b0;
assign eof_L1 = (state_cnt == 3'd4) & (col_cnt == 5'd31) & (row_cnt == 5'd31);
always@(posedge clk, posedge reset)begin
	if(reset)
		state_cnt <= 3'd0;
	else
		if(c_state == S_LAYER1)begin
			if(state_cnt == 3'd4)
				state_cnt <= 3'd0;
			else
				state_cnt <= state_cnt + 3'd1;
		end
end
always@(posedge clk, posedge reset)begin
	if(reset)
		buffer_comp <= 2'b0;
	else
		if(c_state == S_LAYER1)begin
			if(state_cnt == 3'd4) begin
				buffer_comp <= 3'd0;
			end else begin
				if(buffer_comp < cdata_rd)
					buffer_comp <= cdata_rd;
				else
					buffer_comp <= buffer_comp;
			end
		end
end
always@(posedge clk, posedge reset)begin
	if(reset)
		row_cnt <= 5'd0;
	else
		if(c_state == S_LAYER1)begin
			if(state_cnt == 3'd4) 
				row_cnt <= row_cnt + 5'd1;
		end
		else begin
			row_cnt <= 5'd0;
		end
end
always@(posedge clk, posedge reset)begin
	if(reset)
		col_cnt <= 5'd0;
	else
		if(c_state == S_LAYER1)begin
			if(row_cnt == 5'd31 && state_cnt == 3'd4) 
				col_cnt <= col_cnt + 5'd1;
		end
		else begin
			col_cnt <= 5'd0;
		end
end
endmodule

===== ./run.sh =====
#!/bin/bash
# OpenROAD 26Q1-2900-gdf79404cd8, Yosys 0.63+post, stock flow scripts
make -C /OpenROAD-flow-scripts/flow DESIGN_CONFIG=/design/flow/config.mk WORK_HOME=/design/flow/orfs finish

==> results_slide.txt <==
Run Summary

Final layout
  • Commonest Layout Cell: inv_1
  • Final Util: 33.35%
  • Final cell count without fillers: 11640
  • Max reg flops: 333
  • Post-Layout Inst Area: 90700 µm²
  • Most numerous logic cells after layout: inv_1, ha_1, fa_1
  • Ratio of cells with drive above 1 in the final layout: 4.829%
  • P&R area growth vs syn: 10.13%

Detailed routing
  • DR vias: 53630
  • First-pass detailed-route iteration total: 6
  • WL final: 231500 µm
  • Detailed Route Iter0 Violations: 2452
  • Drc violations: 0
  • Routed WL per cell: 19.88 µm
  • Via density: 4.605
  • Remaining antenna violation count: 0

Synthesis
  • Synth top area share: 32.06%
  • Synth mux share: 1.708%
  • Synth Area per Inst: 10.53 µm²
  • Yosys chip area: 82360 µm²
  • Basic Gates by Area: 5.758%
  • Register area share after synthesis: 17.22%
  • Main logic family: adder cells
  • Post-Syn Area: 82360 µm²
  • Count of warnings emitted by yosys: 3
  • Top FF cell, synth: dfrtp_1
  • EDFF count, synth: 0
  • Yosys cell types: 93
  • # Cells Yosys: 7820
  • Synth area leaders: fa_1, ha_1, dfrtp_1
  • FF+latch count, synth: 566
  • Syn Inst Count: 7820
  • XOR/XNOR Fraction of Synth Area: 3.361%
  • AO/OA Area Share: 7.435%
  • Largest area contributor in the netlist: fa_1
  • Synth async-reset ratio: 100.0%
  • Yosys adder share: 54.71%

Clocking
  • Worst skew pair latency: 690 ps
  • TritonCTS Sinks: 566
  • CTS clock-pin slew for the worst setup and hold paths: 60 ps
  • CTS H-tree depth: 3
  • CTS buffer count: 69
  • # Post-CTS Setup Buffers: 0
  • CTS tree: yes
  • PostCTS Resize Cnt: 0
  • Clock Tree Root: clkbuf_16
  • Max clock buf depth: 3
  • Hold_buf cts: 0

Floorplanning
  • Chip width: 526.0 µm
  • Initial Util: 30.28%
  • Std-Cell Rows: 191
  • Die H: 526.0 µm
  • Die area: 276600 µm²
  • I/O pin total: 105
  • Core footprint: 272000 µm²

Worst setup path
  • CP max stage delay: 530 ps
  • Worst-path fanout max: 12
  • Worst Reg-to-Reg Cells: 29
  • Setup CP Type: flop to output port
  • CP required: 11040 ps
  • CP arrival: 8320 ps
  • Cell mode on critical path: fa_1
  • Startpoint class of the critical path: flop
  • CP startpoint: sum_reg[5][20]$_DFF_PP0_
  • CP Capture Type: output port
  • Crit-path slowest cell: fa_1
  • Worst path cell trace: fa_1, fa_1, inv_1, fa_1, inv_1, fa_1, fa_1, ha_1, nand2_1, nor4_1, nor3b_1, o211ai_4, nand3b_4, o41ai_2, or2_1, nor2_1, ha_1, nor4b_2, nand4_2, nor3_4, nand3b_1, a311o_1, clkdlybuf4s50_1
  • Worst r2r dst: sum_reg[6][38]$_DFF_PP0_
  • Crit path to: cdata_wr[19]
  • Setup slack, reg-to-reg: 4660 ps
  • Worst r2r src: iaddr_cnt[1]$_DFF_PP1_

Hold path
  • Hold path start: window[6][10]$_DFFE_PP0P_
  • Worst min path class: flop to flop

STA
  • Final setup vio count: 0
  • Post-layout min period: 11080 ps
  • Final worst-path cycle share: 80.27%
  • Rel. slew slack: 8.114%
  • Fin. max-slew vios: 0
  • RSZ-0062 raised after global routing: no
  • Clock skew: 28.67 ps
  • Final hold violation count: 0
  • WHS: 473.3 ps
  • Worst slew pin tran: 1368 ps
  • Post-route setup TNS: 0 ps
  • Fmax: 90.27 MHz

Place
  • Placed cells: 11500
  • Area post-placement: 88250 µm²
  • PortBufs: 103
  • Routability cong.: 0.9730
  • HPWL Detailed: 204300 µm

Run
  • Max cap viols: 0
  • Tally of OpenROAD warnings: 62

Global routing
  • Global-route wire length before repair: 356800 µm
  • Largest net degree at the start of global routing: 130
  • Number of global-route vias before repair: 57740
  • All-layer global routing usage: 18.04%
  • Gr ovfl total: 0
  • Initial antenna violation count: 22

Status
  • Status: finished clean
final cells by class:
cell class / count / area [µm²]
repair buffers: 192 / 1724
clock inverters: 33 / 456.7
flip-flops and latches: 566 / 14180
inverters: 2062 / 7744
diodes: 18 / 45.04
clock buffers: 94 / 1951
well taps: 3570 / 4467
fillers: 26940 / 181300
multi-input cells: 5109 / 60130
stage by stage:
step                      setup slack (ps)
after global routing                  2264
after detailed placement              3408
after floorplan                       3343
final                                 2722
after global placement                3507
after CTS                             2637
routing by layer:
layer / part of all wire, % / routed length, µm / global-route usage, %
met5: 0.024 / 56 / 0
met1: 41 / 93770 / 23.80
met2: 48 / 110200 / 28.73
met3: 8.1 / 18650 / 6.049
met4: 3.8 / 8760 / 5.173
worst max-delay path: cells and delay by family, from the launching register on:
| family | cells | cell delay (ps) |
|---|---|---|
| fa+ha+maj | 7 | 3210 |
| simple gates | 10 | 2940 |
| compound gates | 3 | 600 |
| buf+inv | 3 | 520 |
| flops | 1 | 380 |
kinds of logic (layout without fill, tap and decap cells):
logic type,count (synthesis),after routing
AND-OR/OR-AND,919,919
XOR/XNOR,316,316
adder cells (fa/ha/maj),2810,2810
buffers and inverters,2145,2381
flip-flops,566,566
multiplexers,126,126
other,1,19
AND/OR/NAND/NOR,937,937
synth_stat cells, types with 13 or more instances:
| library cell | n |
|---|---|
| buf_1 | 13 |
| nand2_1 | 259 |
| ha_1 | 1491 |
| and4_1 | 13 |
| o211ai_1 | 23 |
| a31oi_1 | 22 |
| a22o_1 | 72 |
| xnor2_1 | 222 |
| nand4_1 | 35 |
| xor2_1 | 94 |
| or2_2 | 17 |
| inv_1 | 2062 |
| o31ai_1 | 13 |
| a21oi_1 | 240 |
| nor3_1 | 59 |
| clkbuf_1 | 61 |
| or3_1 | 21 |
| nand2b_1 | 36 |
| a211oi_1 | 21 |
| nor4_1 | 14 |
| o21bai_1 | 41 |
| nor2_1 | 187 |
| fa_1 | 1319 |
| a21boi_0 | 16 |
| and3_1 | 38 |
| a21o_1 | 132 |
| mux2_2 | 116 |
| nor2b_1 | 35 |
| and2_1 | 108 |
| dfstp_2 | 13 |
| o21a_1 | 41 |
| dfrtp_1 | 553 |
| o21ai_0 | 178 |
| nand3_1 | 76 |
worst min-delay path by stage:
stage / to / slack (ps) / cells past startpoint
after global routing: window[6][15]$_DFFE_PP0P_ / 500 / 1
after CTS: window[3][9]$_DFFE_PP0P_ / 480 / 2
final: window[6][10]$_DFFE_PP0P_ / 470 / 2
